===== flow/design.v =====
`timescale 1 ns/ 1 ns
module clkdivider #( parameter CNT_MAX = 16'd2 )
(
	input clk,
	input nRST,
	output reg clkout
);
	reg [15:0] cnt;
	always @( posedge clk, negedge nRST ) begin
		if( !nRST ) begin
			cnt <= 16'd0;
			clkout <= 1'b0;
		end else begin
			if ( cnt < CNT_MAX/2-1 ) begin
				cnt <= cnt + 16'd1;
			end else begin
				cnt <= 16'd0;
				clkout <= ~clkout;
			end
		end
	end
endmodule
module wave_generator(
	input[3:0] tune,
	input clk12M,
	input Rst,
	input switcher,
	output reg wave
);
wire CLK_124K,CLK_166K;
wire lowgo,lowao,lowbo,co,do,eo,go,ao,highco;
reg mode,freqclk;
clkdivider #(.CNT_MAX(16'd96)) clk124gen (.clk(clk12M), .nRST(Rst), .clkout(CLK_124K)); 
clkdivider #(.CNT_MAX(16'd72)) clk166gen (.clk(clk12M), .nRST(Rst), .clkout(CLK_166K));
clkdivider #(.CNT_MAX(16'd648)) lowg (.clk(freqclk), .nRST(Rst), .clkout(lowgo));
clkdivider #(.CNT_MAX(16'd576)) lowa (.clk(freqclk), .nRST(Rst), .clkout(lowao));
clkdivider #(.CNT_MAX(16'd512)) lowb (.clk(freqclk), .nRST(Rst), .clkout(lowbo));
clkdivider #(.CNT_MAX(16'd486)) c (.clk(freqclk), .nRST(Rst), .clkout(co));
clkdivider #(.CNT_MAX(16'd432)) d (.clk(freqclk), .nRST(Rst), .clkout(do));
clkdivider #(.CNT_MAX(16'd384)) e (.clk(freqclk), .nRST(Rst), .clkout(eo));
clkdivider #(.CNT_MAX(16'd324)) g (.clk(freqclk), .nRST(Rst), .clkout(go));
clkdivider #(.CNT_MAX(16'd288)) a (.clk(freqclk), .nRST(Rst), .clkout(ao));
clkdivider #(.CNT_MAX(16'd243)) highc (.clk(freqclk), .nRST(Rst), .clkout(highco));
always @(*)
begin
	case (tune)
	4'h0: wave=lowgo;
	4'h1: wave=lowao;
	4'h2: wave=lowbo;
	4'h3: wave=co;
	4'h4: wave=do;
	4'h5: wave=eo;
	4'h6: wave=go;
	4'h7: wave=ao;
	default: wave=highco;
	endcase
	if(mode==1'b0) freqclk=CLK_124K;
	else freqclk=CLK_166K;
end
always @(negedge switcher)
begin
	mode<=~mode;
end
endmodule

===== flow/run.sh =====
#!/bin/bash
# OpenROAD 26Q1-2900-gdf79404cd8, Yosys 0.63+post, stock flow scripts
make -C /OpenROAD-flow-scripts/flow DESIGN_CONFIG=/design/flow/config.mk WORK_HOME=/design/flow/orfs finish

===== flow/config.mk =====
export PLATFORM = sky130hd
export DESIGN_NAME = wave_generator
export DESIGN_NICKNAME = wave_generator
export VERILOG_FILES = /design/flow/design.v
export SDC_FILE = /design/flow/constraint.sdc
export NUM_CORES = 4
export LEC_CHECK = 1
export CORE_UTILIZATION = 40

===== flow/constraint.sdc =====
current_design wave_generator

set clk_period 2.1
set clk_io_pct 0.2

create_clock -name clk0 -period $clk_period [get_ports {clk12M}]
create_clock -name clk1 -period $clk_period [get_ports {switcher}]

set non_clock_inputs [all_inputs -no_clocks]
set_input_delay [expr $clk_period * $clk_io_pct] -clock clk0 $non_clock_inputs
set_output_delay [expr $clk_period * $clk_io_pct] -clock clk0 [all_outputs]

==> notes.md <==
run metrics: vias per cell=4.22, via count=3462, count leader, synth=dfrtp_1, CP Data Arrival Time=1.53 ns, GR Overflow Total=0, number of flops mapped to enable cells by yosys=0, # Post-CTS Setup Buffers=0, Routed Antenna Nets=0, Multi-input gate area=2270 sq um, unrepaired setup endpoints after global routing=no, htree depth=2, vias in the first global route=3477, largest net degree at the start of global routing=122, Seq cells post-synth=188, Max Transition Viols Final=0, Die Ht=131 microns, Synth area leader=dfrtp_1, Startpoint Class=input port, Fin Clk Skew=0.00684 ns, Max-Cap Viols=0, CTS tree=built, crit path max fanout=2, Async S/R FF share, synth=99.5%, initial antenna violation count=0, Area Overhead vs Synth=12.5%, Setup TNS=0 ns, share of layout cells above drive strength 1=3.97%, First-pass DRT Iterations=4, Slew Limit Headroom=51.8%, top cells by count=187 x dfrtp_1, 89 x nor2_1, 44 x xor2_1, 32 x nand3_1, 24 x xnor2_1, ANT cells=0, Unique cell types=39, Ys Warns=12, Post-synth seq share=70.2%, Dominant flop cell=dfrtp_1, status=finished clean, Slew @ Worst Pin=0.723 ns, num ports=8, Hold Crit Class=in -> async, Worst-path clk slew=0.04 ns, PortBufs=6, synthesized instance count=502, Clock Tree Buf Depth=2, Syn Std Cell Area=6690 sq um, Max-area cell share=69.9%, dpl ws=-0.586 ns, final WL=7.75 mm, fillcell total=1398, WP data required=1.68 ns, TritonCTS Buffers=5, die span in x=131 microns, Hold Slack=0.143 ns, YS chip area=6690 sq um, tool warnings=31, Root Driver=clkbuf_16, wire per inst=9.44 microns, synthesized area per cell=13.3 sq um, Top cells by area=dfrtp_1 70%, xor2_1 5.8%, nor2_1 5.0%, register pins left without a clock=153, endpoints left unconstrained=82, final setup vio count=0, Total GRT Usage=10.5%, power density over the cells=227 nW/um^2, Pleak=0.00341 uW, die area=17300 sq um, Final WS setup=0.148 ns, Setup CP Type=in -> out, Final Hold Violating Endpoints=0, # Cells Yosys=502, # rows=46, first-pass GRT wire length=14.9 mm, Setup crit end kind=output port, fp util=41.5%, Max VDD drop=0.336 mV, Remaining DRCs=0, Core Box Area=16100 sq um, GPL Wtd Cong=0.768, Reg area=4700 sq um, hpwl dp=5.35 mm, DRT iter0 DRCs=151
[worst paths after layout]
check                                            from                           end  slack [ns]  cells past startpoint
max in group clk1                        mode$_DFF_N_                  mode$_DFF_N_        1.59                      1
min                                               Rst    clk166gen.cnt[8]$_DFF_PN0_        0.14                      1
max in group asynchronous                         Rst    clk166gen.cnt[4]$_DFF_PN0_        1.56                      1
min reg2reg                              mode$_DFF_N_                  mode$_DFF_N_        0.40                      1
max reg2reg                clk124gen.cnt[0]$_DFF_PN0_  clk124gen.clkout$_DFFE_PN0N_        0.48                      5
min in group clk0          clk124gen.cnt[0]$_DFF_PN0_    clk124gen.cnt[0]$_DFF_PN0_        0.45                      1
min in group clk1                        mode$_DFF_N_                  mode$_DFF_N_        0.40                      1
max                                           tune[0]                          wave        0.15                      5
[power by group]
part | leakage (uW) | switching [uW] | internal [uW]
logic | 0.000939 | 123 | 27.5
clock network | 0.0000741 | 221 | 458
registers | 0.00240 | 17.5 | 865
[repair_timing]
item | CTS | global route
setup endpoints to repair | 1 | 0
gates resized | 13 | 0
hold buffers | 0 | 0
endpoints found under the hold margin | 0 | 0
[stage by stage]
stage	area [sq um]	instances	util [%]	total power [uW]
after floorplan	7030	592	-	950
after global placement	7380	815	45.8	1050
after detailed placement	7380	815	45.8	1060
after CTS	7530	821	46.7	1740
after global routing	7530	821	46.7	1820
final	7530	821	46.7	1710
[cells in the final DEF, fill, tap and decap left out, drive strengths merged]
cell type      count
o21ai              2
a211o              1
a21o               1
ha                12
clkdlybuf4s50      1
o311ai             1
mux2i              1
nor4              19
nor2b              1
nor2              89
clkdlybuf4s15      1
nand4              9
o2111ai            1
nand2             14
dfrtp            187
xor2              45
mux4               2
dlygate4sd2        2
a21oi              2
a31oi              4
and4               5
nand3             32
nor3               4
a31o               1
mux2               2
xnor2             24
o211ai             3
or4b               1
clkbuf             6
buf                4
inv               16
dfxtp              1
conb              91
o41ai              2
or4                2
and3              16
[routing by layer]
layer | track usage, % | share of wire (%)
met5 | 0 | 0
met1 | 17.6 | 53
met3 | 0.669 | 0.90
met4 | 0.969 | 0.81
met2 | 16.7 | 45
[cell type report]
class	count	share of cell area [%]
clock buffers	6	1.85
clock inverters	1	0.0499
inverters	15	0.748
multi-input cells	387	30.1
flip-flops and latches	188	62.4
well taps	216	3.59
repair buffers	8	1.21
[logic make-up (layout without fill, tap and decap cells)]
kind of cell | count (synthesis) | after routing | share of synthesized area, %
and+or+nand+nor | 192 | 192 | 13.9
DFF | 188 | 188 | 70.2
xor gates and xnor gates | 69 | 69 | 9.14
AOI/OAI and AO/OA | 18 | 18 | 2.24
buffers and inverters | 17 | 30 | 1.07
adders and majority gates | 12 | 12 | 2.24
muxes | 5 | 5 | 1.16
other | 1 | 91 | 0.0560
[critical path: stages]
cell	delay [ns]
buf_8	0.08
mux4_2	0.49
mux2i_2	0.21
o21ai_1	0.10
dlygate4sd2_1	0.23
[flip-flops by register name, summed over array words and instances (netlist names), 16 cells and up]
register / cells
a.cnt: 16
lowg.cnt: 16
c.cnt: 16
e.cnt: 16
lowa.cnt: 16
clk166gen.cnt: 16
clk124gen.cnt: 16
highc.cnt: 16
d.cnt: 16
g.cnt: 16
lowb.cnt: 16
No activity file was given, so power comes from the tool's default toggle rates.
