### flow/design.v
module PowerOnReset (input iCLK, output reg oRESET);
	reg [19:0] cnt;
	initial begin
		cnt <= 20'h00000;
	end
	always @(posedge iCLK) begin
		if(cnt != 20'hFFFFF) begin
			cnt    <= cnt + 20'd1;
			oRESET <= 1'b0;
		end
		else
			oRESET <= 1'b1;
	end
endmodule
### flow/run.sh
#!/bin/bash
# OpenROAD 26Q1-2900-gdf79404cd8, Yosys 0.63+post, stock flow scripts
make -C /OpenROAD-flow-scripts/flow DESIGN_CONFIG=/design/flow/config.mk WORK_HOME=/design/flow/orfs finish
### flow/config.mk
export PLATFORM = sky130hd
export DESIGN_NAME = PowerOnReset
export DESIGN_NICKNAME = PowerOnReset
export VERILOG_FILES = /design/flow/design.v
export SDC_FILE = /design/flow/constraint.sdc
export NUM_CORES = 4
export LEC_CHECK = 1
export CORE_AREA = 10 10 89 89
export DIE_AREA = 0 0 99 99
### flow/constraint.sdc
current_design PowerOnReset

set clk_period 4.7
set clk_io_pct 0.2

create_clock -name clk0 -period $clk_period [get_ports {iCLK}]

set non_clock_inputs [all_inputs -no_clocks]
set_input_delay [expr $clk_period * $clk_io_pct] -clock clk0 $non_clock_inputs
set_output_delay [expr $clk_period * $clk_io_pct] -clock clk0 [all_outputs]
==> flow_metrics.py <==
# Generated from Yosys and OpenROAD reports
metrics = {
    "place": {
        "dp_hpwl_um": 956.1,
        "placed_area_mm2": 0.001114,
        "gp_congestion": 0.7615,
        "dpl_worst_slack_ps": 2621,
        "portBuffers": 1,
    },
    "setup_path": {
        "reg2reg_to": "cnt[4]",
        "timing.rr.start": "cnt[0]",
        "crit_type": "reg2reg",
        "cp.arrival_ps": 1970,
        "crit_end": "cnt[4]",
        "crit_cells": 5,
        "cp-end-kind": "flip-flop",
        "path_cells": "ha_1 > nand4_1 > nor3_4 > and3_1 > inv_1",
        "startpoint": "cnt[0]",
        "r2r_slack_ps": 2620,
        "critPathSlowestCell": "inv_1",
        "reg2reg_depth": 5,
        "slowest_delay_ps": 560,
        "crit_buf_inv": 1,
        "cp_max_fo": 20,
        "critPathTopFamily": "buffers and inverters",
        "required_ps": 4580,
        "critPathLaunchType": "flip-flop",
    },
    "detailed_routing": {
        "n_antenna_cell": 0,
        "drtIter0Drc": 36,
        "first_pass_iters": 4,
        "via_count": 536,
        "wire_per_inst_um": 8.667,
        "drt-vias-per-instance": 3.436,
        "routed_wl_mm": 1.352,
        "route.detailed.drc": 0,
        "antenna_left": 0,
    },
    "clocking": {
        "cts_max_level": 1,
        "post_cts_resize_count": 0,
        "clock_sinks": 21,
        "cts_setup_buffers": 0,
        "cts-root-buf": "clkbuf_8",
        "cts.hold.buffers_added": 0,
        "clkLatencyLatePin_ps": 260,
        "cts_tree": "yes",
        "clockBufferDepth": 2,
        "cts.clk_slew.worst_paths_ps": 80,
        "cts_inserted_buffers": 3,
    },
    "logic_synthesis": {
        "synth_flop_count": 21,
        "avgSynthCellArea_um2": 13.29,
        "syn_area_mm2": 0.001010,
        "ys_area_mm2": 0.001010,
        "yosysWarnings": 1,
        "syn_inst": 76,
        "yosys_cells": 76,
        "synthDistinctLibCells": 17,
        "yosysSeqAreaShare_pct": 61.46,
    },
    "cells_and_area": {
        "final_layout_size_suffix_gt1_share_pct": 11.11,
        "final_area_mm2": 0.001160,
        "fill_cells": 632,
        "lay_top_count": "edfxtp_1",
        "area_growth_pct": 14.87,
        "lay_top_cells": "edfxtp_1 (20), xnor2_1 (13), nand3_1 (8)",
    },
    "timing": {
        "drv_slew": 0,
        "final.setup.worst_slack_ps": 2616,
        "max_freq_mhz": 479.8,
        "period_used_pct": 44.35,
        "setup_viol": 0,
        "worst_pin_slew_ps": 766.2,
        "fin_crit_ps": 2084,
        "rsz0062_at_grt": "false",
        "fin_worst_skew_ps": 8.446,
        "timing_hold_violations_final": 0,
        "max-slew-margin-rel_pct": 48.86,
        "fin_setup_tns_ps": 0,
    },
    "floorplan": {
        "fp.dieW_um": 99,
        "ios": 2,
        "initCoreUtil_pct": 16.85,
        "dieHeight_um": 99,
        "design.core.area_mm2": 0.005991,
        "row_count": 28,
        "die_area_mm2": 0.009801,
    },
    "power_and_ir_drop": {
        "pwr_density_cell_mw_per_mm2": 272.1,
        "total_power_mw": 0.3156,
        "ir_drop_mv": 0.08532,
        "p_leak_nw": 0.3912,
    },
    "grt": {
        "antenna_found_initial": 0,
        "grt_overflow": 0,
        "grt_pass1_wl_mm": 2.380,
        "grt_use_total_pct": 2.783,
        "grt_pass1_vias": 513,
        "grt_max_degree": 21,
    },
    "job": {
        "warnings": 25,
        "cap_violations": 0,
    },
    "worst_hold_path": {
        "worstHoldPathType": "reg2reg",
    },
    "status": {
        "outcome": "completed",
    },
}
## flip-flops by register name (all words and copies together), names as in the netlist
name and cells:
cnt 20, oRESET 1
## report_power, final
| group | total (mW) | leakage [nW] | internal [mW] | switching [mW] |
|---|---|---|---|---|
| clock | 0.114 | 0.0255 | 0.0589 | 0.0553 |
| sequential | 0.201 | 0.241 | 0.201 | 0 |
| combinational | 0.000000125 | 0.125 | 0 | 0 |
| total | 0.316 | 0.391 | 0.260 | 0.0553 |
## Yosys cell counts
| library cell | count | area (um^2) |
|---|---|---|
| nor4_4 | 1 | 21.27 |
| ha_1 | 1 | 12.51 |
| xor2_1 | 5 | 43.79 |
| nor3_4 | 1 | 16.27 |
| nor2_1 | 4 | 15.01 |
| nand4_1 | 3 | 18.77 |
| inv_1 | 5 | 18.77 |
| and3_2 | 1 | 7.510 |
| dfxtp_1 | 1 | 20.02 |
| nand2_1 | 6 | 22.52 |
| nand4_4 | 1 | 21.27 |
| and3_1 | 2 | 12.51 |
| nand3_2 | 1 | 10.01 |
| nand3_1 | 8 | 40.04 |
| nor3_1 | 3 | 15.01 |
| xnor2_1 | 13 | 113.9 |
| edfxtp_1 | 20 | 600.6 |
## how the worst min path moves through the flow
stage / from / end / cells after the start
after CTS: cnt[19] / oRESET / 1
after global routing: cnt[19] / oRESET / 1
final: cnt[19] / oRESET / 1
## cell type report
cell class	instances	area, um^2	area share, %
Tap cell	75	93.84	8.091
Clock inverter	1	5.005	0.4315
Timing Repair Buffer	1	10.01	0.8630
Multi-Input combinational cell	50	370.4	31.93
Clock buffer	3	41.29	3.560
Sequential cell	21	620.6	53.51
Inverter	5	18.77	1.618
## worst reg2reg max path, cell delays in order, from the launching register on
cell      delay (ps)
edfxtp_1         430
ha_1             270
nand4_1          170
nor3_4            70
and3_1           200
inv_1            560
## per-stage QoR
step	hold WS (ps)	std cells	util, %
2_1_floorplan	518.8	76	-
3_3_place_gp	535.7	152	18.59
3_5_place_dp	553.5	152	18.59
4_1_cts	572.6	156	19.36
5_1_grt	598.2	156	19.36
6_report	578.1	156	19.36
## kinds of logic (layout without fill, tap and decap cells)
kind of cell             Yosys count  count (layout)  synth area share, %
AND/OR/NAND/NOR                   31              31                19.83
flip-flops                        21              21                61.46
XOR/XNOR                          18              18                15.61
buffers and inverters              5              10                1.859
adder cells (fa/ha/maj)            1               1                1.239
## routing by layer
layer,global-route usage (%),routed length (um),up-vias
met5,0,0,-
met4,0.7718,27,0
met3,0.7752,43,2
met2,3.707,524,5
met1,4.264,756,248
li1,-,-,281
No activity file was given, so power comes from the tool's default toggle rates.
