==> flow/design.v <==
module tick_controller(
	input clk4hz,
	input rst,
	output reg tick
);
reg [8:0] counter;
reg [3:0] pulse_counter;
wire [79:0] music;
assign music=80'h42425004254150400002;
always @(negedge clk4hz,negedge rst) begin
if(rst==1'b0) begin counter=9'd79; pulse_counter=4'd7; tick<=1'b1; end
else if(pulse_counter<4'd7) begin pulse_counter<=pulse_counter+4'd1; tick<=1'b1; end
else begin
	case({music[counter],music[counter-1]}) 
		2'b00: pulse_counter<=4'd6;
		2'b01: pulse_counter<=4'd4;
		2'b10: pulse_counter<=4'd0;
		default: pulse_counter<=3'd2;
	endcase
	tick<=1'b0;
	if(counter>9'd1) begin counter<=counter-9'd2; end
	else begin counter <= 9'd79; end
end
end
endmodule
==> flow/run.sh <==
#!/bin/bash
# OpenROAD 26Q1-2900-gdf79404cd8, Yosys 0.63+post, stock flow scripts
make -C /OpenROAD-flow-scripts/flow DESIGN_CONFIG=/design/flow/config.mk WORK_HOME=/design/flow/orfs finish
==> flow/config.mk <==
export PLATFORM = sky130hd
export DESIGN_NAME = tick_controller
export DESIGN_NICKNAME = tick_controller
export VERILOG_FILES = /design/flow/design.v
export SDC_FILE = /design/flow/constraint.sdc
export NUM_CORES = 4
export LEC_CHECK = 1
export CORE_AREA = 10 10 103 103
export DIE_AREA = 0 0 113 113
==> flow/constraint.sdc <==
current_design tick_controller

set clk_period 4.0
set clk_io_pct 0.2

create_clock -name clk0 -period $clk_period [get_ports {clk4hz}]

set non_clock_inputs [all_inputs -no_clocks]
set_input_delay [expr $clk_period * $clk_io_pct] -clock clk0 $non_clock_inputs
set_output_delay [expr $clk_period * $clk_io_pct] -clock clk0 [all_outputs]
==> results_dict.tcl <==
# flow metrics
set metrics [dict create \
    skew_ps 59.4 \
    wire_per_inst_microns 9.86 \
    ff2ff_path_depth 12 \
    overflow 0 \
    rr_startpoint "counter[0]" \
    place_inst 249 \
    drt-initial-drc-count 67 \
    die_height_microns 113 \
    startpoint "tick" \
    grt_setup_unrepaired "no" \
    ys.flop_type "dfstp_2" \
    powerDensity_nw_per_um2 217 \
    clock_latency_ps 320 \
    worstHoldPathCells 1 \
    std_cell_rows 33 \
    status "complete, no violations" \
    cts_root_buf "clkbuf_8" \
    yosysTopAreaCell "dfstp_2" \
    initCoreUtil_pct 15.1 \
    crit_family "flip-flops" \
    hold_path_class "flop to flop" \
    worst-path-max-fanout 1 \
    setup.worst_path.start_class "flop" \
    cts_max_level 1 \
    cts_buffer_depth 2 \
    hold_violations 0 \
    areaGrowthSynthToFinish_pct 15.8 \
    crit_path_cell_trace "dlygate4sd2_1" \
    die_w_microns 113 \
    worstSetupPathType "flop to output port" \
    max-vdd-ir-drop_uv 244 \
    reg2reg_to "pulse_counter[2]" \
    seqCellArea_sq_um 362 \
    edf_count 0 \
    tns_ps 0 \
    ys_cells 150 \
    grt_max_degree 17 \
    core_area_sq_um 8300 \
    synthTopCellsByCount "nand2_1 (18), nor2_1 (12), dfstp_2 (9), xnor2_1 (9)" \
    vias 1078 \
    critPathSlowestCell "dfstp_2" \
    cp-end-kind "output port" \
    crit_required_ps 3200 \
    totalWireLength_mm 2.57 \
    cts_tree "yes" \
    io_buffers 2 \
    grt_usage_pct 4.08 \
    cp.depth 1 \
    grt_pass1_wl_mm 4.73 \
    fin_util_pct 17.5 \
    ys_warn_count 1 \
    drive_above_1_share_pct 14.1 \
    setup_viol 0 \
    cpPeakStageDelay_ps 510 \
    fill_cells 905 \
    first_global_vias 1035 \
    ys_area_sq_um 1250 \
    numSynthFlops 14 \
    synth_cell_types 53 \
    crit_end "tick" \
    globalplace.congestion 0.805 \
    die_area_sq_um 12800 \
    ant_nets 0 \
    max_cap_viol_count 0 \
    async_reset_ff_share_pct 100 \
    slew_violations 0 \
    topCellsByArea "dfstp_2 (19%), dfrtn_1 (10%), ha_1 (7.0%), xnor2_1 (6.3%), nand2_1 (5.4%)" \
    io_pins 3 \
    p_leak_nw 0.578 \
    relSlewSlack_pct 61.4 \
    combGateArea_sq_um 811 \
    layout.cells.non_filler 261 \
    vias_per_cell 4.13 \
    hpwl_mm 1.94 \
    rrSetupSlack_ps 790 \
    postSynthAreaPerCell_sq_um 8.37 \
    top_area_share_pct 18.8 \
    worst_slack_ps 175 \
    final_area_sq_um 1450 \
    drc 0 \
    post-synth-top-count-cell "nand2_1" \
    first_pass_iters 4 \
    syn-instance-count 150 \
    worst_pin_slew_ps 571 \
    arrival_ps 3030 \
    cp_num_buf_inv 1 \
    cts_buffers 3 \
    syn_area_sq_um 1250 \
    detailedPlace.worstSlack_ps 253 \
    clkSlewWorstSetupHoldPaths_ps 50 \
    clock_sinks 14 \
    antenna_cells 0 \
    ys_seq_share_pct 28.8 \
    cts_hold_buffers 0 \
    placed_area_sq_um 1370 \
    warnings 37 \
    antenna_found_initial 0 \
]
## repair_timing
action | in CTS | in global routing
endpoints found under the setup margin | 1 | 0
setup buffers | 0 | 0
resized | 1 | 0
## flip-flops by register name, summed over array words and instances, names as in the netlist
signal / count
counter: 9
pulse_counter: 4
tick: 1
## metrics by stage
step                hold slack [ps]  total power [W]
global placement                494         0.000165
finish                          506         0.000316
detailed placement              499         0.000165
floorplan                       471         0.000160
CTS                             506         0.000320
global route                    518         0.000334
## placed cells by master (no fill, tap or decap), drive strengths merged, types with 2 or more instances in the layout
cell type,count
a21oi,6
inv,16
nor3b,2
mux2,2
a21o,2
dfrtn,5
xor2,2
xnor2,9
dfstp,9
or3b,2
buf,2
o211ai,2
nand2b,2
nor2,12
ha,7
nand2,18
or4,2
nor3,6
nand3,3
clkbuf,4
o21ai,9
or3,2
a311oi,2
o221ai,2
a31oi,3
## where the power goes
part / internal [W] / total, W / switching [W]
registers: 0.000143 / 0.000143 / 0
logic: 0.00000213 / 0.00000483 / 0.00000270
clock network: 0.0000991 / 0.000168 / 0.0000688
total: 0.000244 / 0.000316 / 0.0000715
## kinds of logic after synthesis
group | share of synthesized area (%)
AND-OR/OR-AND | 23.9
XOR/XNOR | 7.68
buffers and inverters | 6.58
multiplexers | 1.79
AND/OR/NAND/NOR | 24.2
adder cells (fa/ha/maj) | 6.98
flip-flops | 28.8
## how the worst min path moves through the flow
stage / to / start
global route: pulse_counter[0] / pulse_counter[0]
CTS: pulse_counter[0] / pulse_counter[0]
finish: pulse_counter[0] / pulse_counter[0]
## metal layers
| layer | vias to the layer above | track usage (%) | wire length [microns] |
|---|---|---|---|
| met4 | 0 | 0.592 | 8 |
| met3 | 2 | 0.534 | 67 |
| li1 | 561 | - | - |
| met1 | 499 | 6.18 | 1400 |
| met5 | - | 0 | 0 |
| met2 | 16 | 6.11 | 1090 |
## cell type report
class                           count  area share (%)
Clock inverter                      9            2.33
Sequential cell                    14            24.9
Clock buffer                        4            3.79
Multi-Input combinational cell    118            55.8
Inverter                            7            1.81
Tap cell                          105            9.04
Timing Repair Buffer                4            2.33
Power figures rest on the tool's default switching activity, not on a simulated workload.
